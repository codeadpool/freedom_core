==> flow/config.mk <==
export PLATFORM = sky130hd
export DESIGN_NAME = alu
export DESIGN_NICKNAME = alu
export VERILOG_FILES = /design/flow/design.v
export SDC_FILE = /design/flow/constraint.sdc
export NUM_CORES = 4
export LEC_CHECK = 1
export CORE_UTILIZATION = 40
==> flow/constraint.sdc <==
current_design alu

set clk_period 15.6
set clk_io_pct 0.2

create_clock -name clk0 -period $clk_period

set non_clock_inputs [all_inputs -no_clocks]
set_input_delay [expr $clk_period * $clk_io_pct] -clock clk0 $non_clock_inputs
set_output_delay [expr $clk_period * $clk_io_pct] -clock clk0 [all_outputs]
==> flow/design.v <==
module alu (
    input [31:0] operand1, 
    input [31:0] operand2, 
    input [3:0]  operation, 
    output reg [31:0] result
);
always @(*)
begin
    case (operation)
        4'b0000 :  result = operand1 + operand2;
        4'b1000 :  result = operand1 - operand2;
        4'b0111 :  result = operand1 & operand2;
        4'b0110  :  result = operand1 | operand2;
        4'b0100 :  result = operand1 ^ operand2;
        4'b0001 :  result = operand1 << operand2[4:0]; 
        4'b0101 :  result = operand1 >> operand2[4:0];
        4'b1101 :  result = operand1 >>> operand2[4:0];
        4'b0010 :  result = $signed(operand1) < $signed(operand2) ? 32'b1 : 32'b0;
        4'b0011:  result = operand1 < operand2 ? 32'b1 : 32'b0;
        4'b1010:  result = operand2;
        default: result = 32'b0;  
    endcase
end
endmodule
==> flow/run.sh <==
#!/bin/bash
# OpenROAD 26Q1-2900-gdf79404cd8, Yosys 0.63+post, stock flow scripts
make -C /OpenROAD-flow-scripts/flow DESIGN_CONFIG=/design/flow/config.mk WORK_HOME=/design/flow/orfs finish
==> results_dict.tcl <==
# implementation run metrics
set metrics [dict create \
    outcome "finished, final reports clean" \
    arrival_ns 7.30 \
    startpoint_type "primary input" \
    die_h_um 144 \
    simple_gate_share_pct 19.2 \
    overflow 0 \
    avgSynthCellArea_um2 6.60 \
    postCtsSetupRepairBufs 0 \
    rsz0062_at_grt "false" \
    ys_types 77 \
    synth_xor_xnor_area_share_pct 3.04 \
    fmax_mhz 96.0 \
    dieArea_um2 20700 \
    setup-tns-final_ns 0 \
    lay_top_cells "nor2_1 (134), a21oi_1 (124), o21ai_0 (118), nand2_1 (102), ha_1 (99)" \
    first_pass_iters 5 \
    mux_share_pct 15.3 \
    holdCritPathClass "in2out" \
    postSynthSeqShare_pct 0 \
    seq_cells 0 \
    fp_util_pct 41.2 \
    register_area_um2 0 \
    grt_max_degree 67 \
    syn_inst 1222 \
    cp_max_fo 6 \
    io_pins 100 \
    rows 51 \
    top_layer_used "met4" \
    vias_per_cell 6.40 \
    cap_violations 0 \
    timing.final.crit_share_pct 66.8 \
    first_iter_violations 1028 \
    max_slew.worst_pin.slew_ns 0.766 \
    peakVddDrop_v 0.0000141 \
    place_ws_ns 5.24 \
    yosysChipArea_um2 8060 \
    hpwl_um 29800 \
    antenna_cells 0 \
    dr_wl_met3_um 3700 \
    relSlewSlack_pct 48.6 \
    report.final.setup_viol 0 \
    die_x_um 144 \
    comb_area_um2 7310 \
    power_mw 0.349 \
    routed-via-count 9700 \
    hold_viol_final 0 \
    grt_pass1_vias 9103 \
    endpoint_kind "primary output" \
    syn_to_final_growth_pct 13.2 \
    wl_met2_um 15800 \
    postLayoutCoreUtil_pct 46.6 \
    critical_path_class "in2out" \
    adder_share_pct 15.9 \
    wl_per_cell_um 24.9 \
    gp_congestion 1.05 \
    fin_ws_ns 5.18 \
    final-max-slew-violation-count 0 \
    drcViolationCount 0 \
    openroad.warnings 99 \
    synthAoiAreaFrac_pct 37.1 \
    syn_area_um2 8060 \
    core-area_um2 19600 \
    ys_cells 1222 \
    drive_gt1_share_pct 6.08 \
    ys_warn_count 1 \
    grt_pass1_wl_um 56600 \
    stdcell_count 1515 \
    top_logic_kind "AND-OR/OR-AND gates" \
    post_cts_resized 0 \
    met1_length_um 17300 \
    antenna_found_initial 1 \
    portBuffers 100 \
    antenna_left 0 \
    place_inst 1515 \
    lay_top_count "nor2_1" \
    wl_um 37800 \
    power_density_nw_per_um2 38.3 \
    critPathRequiredTime_ns 12.48 \
    filler_cell_count 2089 \
    grtUsageTotal_pct 37.5 \
    final.clkbuf_count 0 \
    power_leakage_nw 3.91 \
    cts_hold_buf 0 \
    period_needed_ns 10.42 \
]
## report_power, final
part | switching [mW] | internal, mW
registers | 0 | 0
clock network | 0 | 0
logic | 0.213 | 0.137
total | 0.213 | 0.137
## Yosys cell counts, types with 6 or more instances
library cell / count / area, µm²
nand2_1: 102 / 383
o21ai_0: 118 / 591
buf_2: 29 / 145
inv_1: 90 / 338
clkbuf_1: 48 / 180
a21o_1: 18 / 135
nor3_1: 19 / 95.1
nand3_1: 20 / 100
xnor2_1: 22 / 193
a21oi_1: 124 / 621
a211oi_1: 11 / 82.6
o31ai_1: 16 / 120
nand2b_1: 10 / 62.6
nor2b_1: 8 / 50.1
a211o_1: 7 / 61.3
o21ai_1: 10 / 50.1
mux4_2: 19 / 428
o22ai_1: 17 / 106
nor4_1: 8 / 50.1
and2_1: 6 / 37.5
buf_1: 11 / 41.3
mux2i_1: 78 / 781
a221o_1: 6 / 60.1
nor2_1: 134 / 503
xor2_1: 6 / 52.6
a22oi_1: 22 / 165
nand4_1: 7 / 43.8
o21bai_1: 13 / 97.6
o211ai_1: 27 / 203
ha_1: 99 / 1240
o21a_1: 6 / 45.0
a221oi_1: 22 / 193
a31oi_1: 9 / 56.3
## logic make-up (layout without fill, tap and decap cells)
kind of cell,after synthesis,after routing
buffers and inverters,187,215
adders and majority gates,101,101
AOI/OAI and AO/OA,464,464
xor gates and xnor gates,28,28
and+or+nand+nor,343,343
muxes,99,99
## area by class of cell
type                            count  share of cell area [%]
Timing Repair Buffer              121                    12.4
Tap cell                          265                    3.63
Inverter                           94                    3.87
Multi-Input combinational cell   1035                    80.1
## final timing paths
path	cells after the start	endpoint	from
max	16	result[30]	operand1[0]
min	6	result[1]	operand2[4]
## stage by stage
stage          hold slack (ns)  instance area, µm²
2_1_floorplan             6.40                8060
3_3_place_gp              7.41                9130
3_5_place_dp              7.40                9130
4_1_cts                   7.40                9130
5_1_grt                   7.46                9130
6_report                  7.41                9130
## per-layer routing
layer  vias up  GRT usage, %
li1       4525             -
met1      4594          57.0
met4         0          8.12
met2       526          54.7
met5         -             0
met3        55          6.68
## worst max-delay path, stage by stage
cell	delay, ns
clkdlybuf4s50_1	0.55
inv_1	0.26
ha_1	0.22
inv_1	0.06
fa_1	0.41
nor2b_2	0.18
o21a_4	0.22
o311ai_4	0.30
a2111oi_2	0.16
o41ai_2	0.40
a22oi_2	0.17
a2111oi_2	0.42
nor3_2	0.07
xnor2_1	0.14
o21ai_1	0.14
clkdlybuf4s50_1	0.47
