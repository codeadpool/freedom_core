**design/flow/run.sh**
```bash
#!/bin/bash
# OpenROAD 26Q1-2900-gdf79404cd8, Yosys 0.63+post, stock flow scripts
make -C /OpenROAD-flow-scripts/flow DESIGN_CONFIG=/design/flow/config.mk WORK_HOME=/design/flow/orfs finish
```
**design/flow/config.mk**
```make
export PLATFORM = sky130hd
export DESIGN_NAME = branchComparator
export DESIGN_NICKNAME = branchComparator
export VERILOG_FILES = /design/flow/design.v
export SDC_FILE = /design/flow/constraint.sdc
export NUM_CORES = 4
export LEC_CHECK = 1
export CORE_AREA = 10 10 79 79
export DIE_AREA = 0 0 89 89
```
**design/flow/constraint.sdc**
```tcl
current_design branchComparator

set clk_period 3.3
set clk_io_pct 0.2

create_clock -name clk0 -period $clk_period

set non_clock_inputs [all_inputs -no_clocks]
set_input_delay [expr $clk_period * $clk_io_pct] -clock clk0 $non_clock_inputs
set_output_delay [expr $clk_period * $clk_io_pct] -clock clk0 [all_outputs]
```
**design/flow/design.v**
```verilog
`timescale 1ns / 1ps
module branchComparator(
    input wire [31:0] dataIn1, dataIn2,
    input wire [2:0] opCode,
    output reg branchOut
    );
    always@(*) begin
        case(opCode)
            3'b000    : branchOut = (dataIn1 == dataIn2) ? 1:0;
            3'b001    : branchOut = (dataIn1 != dataIn2) ? 1:0;
            3'b100    : branchOut = ($signed(dataIn1) < $signed(dataIn2)) ? 1:0;
            3'b101    : branchOut = ($signed(dataIn1) >= $signed(dataIn2)) ? 1:0;
            3'b110   : branchOut = (dataIn1 < dataIn2)? 1:0;
            3'b111   : branchOut = (dataIn1 >= dataIn2)? 1:0;
             default: branchOut = 1'b0; 
        endcase
    end
endmodule
```
==> qor.csv <==
metric,value,unit
outcome,"complete, no violations",
hpwl dp,2.74,mm
sum of buffers and inverters on the critical path,2,
Reg area,0,sq um
Max Cap Violations,0,
Final Cycle Share,96.1,%
worst slew pin tran,293,ps
P_leak,0.969,nW
Seq cells,0,
share of cells above drive strength 1,34.8,%
Fmax achieved,315,MHz
CP top delay family,AND-OR/OR-AND gates,
drt first pass iters,4,
initial antenna violation count,0,
cells in synth_stat.txt,128,
die height,89,um
Synth Instances,128,
Antenna diodes,0,
core box area,4660,sq um
Avg WL per Cell,12.5,um
synthesized area per cell,7.21,sq um
Max Slew Vio Count,0,
first-pass GRT wire length,5.45,mm
Ys Warns,1,
drt via density,4.45,
Die X,89,um
Worst Path Arrival,2510,ps
Netlist cell types,26,
final setup vio count,0,
global route overflow,0,
Worst path slowest cell,clkdlybuf4s50_1,
clock buffers,0,
Worst VDD drop,0.0371,mV
crit-path cells,clkdlybuf4s50_1 > ha_2 > a21o_1 > nand3_1 > a21oi_1 > o31a_1 > o311a_1 > nor3_2 > buf_2,
chip area in the Yosys report,923,sq um
aggregate global-route resource usage,8.13,%
drt drc,0,
Final Total Pwr,0.218,mW
pwr dens,106,nW/um^2
Hold Crit Class,input pin to output port,
Critical Path RT,2640,ps
Startpoint Class,input pin,
Starting Density,19.8,%
vias in the first global route,1241,
OpenROAD warning count,32,
register share after synthesis,0,%
GPL Wtd Cong,0.726,
setup ws final,127,ps
CP Launch Point,dataIn1[8],
CP endpoint kind,output port,
io pins,68,
row count,25,
Final Hold Vio Count,0,
hold path start,dataIn1[31],
Mapped Area,923,sq um
1st-iter DRT viols,38,
chip area,7920,sq um
largest net degree at the start of global routing,5,
Routed Wire Length,3.31,mm
area delta synth->final,123,%
worst setup path class,input pin to output port,
Rel. slew slack,80.3,%
tally of filler cells in the layout,455,
routed vias,1174,
minimum clock period after layout,3170,ps
Setup WS pre-CTS,-507,ps
Antenna Violating Nets Remaining,0,
Crit Path Max Fanout,2,
port bufs,68,
CP peak stage delay,410,ps
[layer usage]
metal | routed length, um | GRT usage (%)
met5 | 0 | 0
met4 | 0 | 0
met3 | 262 | 1.65
met2 | 1450 | 13.1
met1 | 1590 | 11.6
[cell type report]
class	count	area, sq um	area share (%)
inverters	33	124	6.01
multi-input cells	95	1150	55.7
well taps	54	67.6	3.28
repair buffers	82	722	35.0
[stage by stage]
| step | area, sq um | cells | hold slack (ps) | setup TNS (ps) | util (%) |
|---|---|---|---|---|---|
| floorplan | 923 | 128 | 1530 | 0 | - |
| global placement | 1710 | 255 | 2550 | -507 | 36.7 |
| detailed placement | 1710 | 255 | 2540 | -507 | 36.7 |
| CTS | 2010 | 263 | 2160 | 0 | 43.2 |
| global route | 2060 | 264 | 2220 | -0.512 | 44.2 |
| finish | 2060 | 264 | 2130 | 0 | 44.2 |
[cell usage in the layout (no fill, tap or decap), drive strengths merged, types with 3 or more instances in the layout]
cell type / count
nand3: 7
nor4: 3
inv: 33
nor2: 4
clkdlybuf4s50: 4
nand4: 8
a21oi: 14
ha: 32
clkdlybuf4s15: 10
nand2: 5
buf: 15
dlygate4sd2: 52
o21ai: 3
[what timing repair did]
action	4_1_cts	5_1_grt
setup buffers	9	1
pin swaps	40	18
hold buffers	0	0
resized	116	17
endpoints found under the setup margin	1	1
[kinds of logic after synthesis]
family,Yosys count,synth area share (%)
simple gates,33,22.5
compound gates,30,20.7
fa+ha+maj,32,43.4
buf+inv,33,13.4
[cells in the mapped netlist, drive strengths merged]
cell type	n	area [sq um]
and3	2	12.5
o21ai	3	15.0
a21oi	14	70.1
nor3	2	15.0
ha	32	400
a21boi	2	15.0
a311oi	1	8.76
nand2b	1	6.26
o31a	1	8.76
nor2	4	15.0
nor2b	1	6.26
o211ai	1	7.51
inv	33	124
nand2	5	18.8
o311a	2	20.0
nand3	7	35.0
nand4	8	65.1
a21o	2	15.0
a31oi	1	6.26
a211oi	1	7.51
a211o	1	10.0
a22oi	1	7.51
nor4	3	33.8
[final timing paths]
| kind | to | slack [ps] | cells past startpoint |
|---|---|---|---|
| max | branchOut | 130 | 9 |
| min | branchOut | 2130 | 7 |
[report_power, final]
| part | switching (mW) | leakage, nW | internal (mW) |
|---|---|---|---|
| clock network | 0 | 0 | 0 |
| registers | 0 | 0 | 0 |
| logic | 0.0923 | 0.969 | 0.126 |
No activity file was given, so power comes from the tool's default toggle rates.
