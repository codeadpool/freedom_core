**flow/constraint.sdc**
```tcl
current_design registerFile

set clk_period 9.7
set clk_io_pct 0.2

create_clock -name clk0 -period $clk_period [get_ports {clk}]

set non_clock_inputs [all_inputs -no_clocks]
set_input_delay [expr $clk_period * $clk_io_pct] -clock clk0 $non_clock_inputs
set_output_delay [expr $clk_period * $clk_io_pct] -clock clk0 [all_outputs]
```
**flow/design.v**
```verilog
`timescale 1ns / 1ps
module registerFile (
    input clk,
    input rst, 
    input writeEnable,
    input [4:0] readReg1,
    input [4:0] readReg2,
    input [4:0] writeReg,
    input [31:0] writeData,
    output reg [31:0] readData1,
    output reg [31:0] readData2
);
    integer i;
    reg [31:0] cpu_registers [0:31]; 
    always @(posedge clk or posedge rst) begin
        if (rst) begin   
            for (i = 0; i <= 31; i = i + 1) begin
                cpu_registers[i] <= 32'h00000000;
            end
        end else if (writeEnable && writeReg != 0) begin
            cpu_registers[writeReg] <= writeData;
        end
    end
    always @(*) begin
        readData1 = (readReg1 != 0) ? cpu_registers[readReg1] : 32'b0;
        readData2 = (readReg2 != 0) ? cpu_registers[readReg2] : 32'b0;
    end
endmodule
```
**flow/config.mk**
```make
export PLATFORM = sky130hd
export DESIGN_NAME = registerFile
export DESIGN_NICKNAME = registerFile
export VERILOG_FILES = /design/flow/design.v
export SDC_FILE = /design/flow/constraint.sdc
export NUM_CORES = 4
export LEC_CHECK = 1
export CORE_UTILIZATION = 50
```
**flow/run.sh**
```bash
#!/bin/bash
# OpenROAD 26Q1-2900-gdf79404cd8, Yosys 0.63+post, stock flow scripts
make -C /OpenROAD-flow-scripts/flow DESIGN_CONFIG=/design/flow/config.mk WORK_HOME=/design/flow/orfs finish
```
==> metrics.txt <==
# HELP chip_impl_metric Synthesis and place-and-route metrics
# TYPE chip_impl_metric gauge
chip_impl_metric{name="post_drt_via_cell_ratio",unit=""} 7.842
chip_impl_metric{name="timing_worst_slew_pin_value",unit="ns"} 1.129
chip_impl_metric{name="global_route_wire_length_before_repair",unit="um"} 362500
chip_impl_metric{name="ir_drop",unit="mV"} 0.2077
chip_impl_metric{name="fp_util",unit=""} 0.5067
chip_impl_metric{name="floorplan_die_area",unit="um2"} 101500
chip_impl_metric{name="drt-wirelength-per-cell",unit="um"} 47.46
chip_impl_metric{name="leakage_power_summed_over_all_cells",unit="uW"} 0.02612
chip_impl_metric{name="synthesis.area",unit="um2"} 50090
chip_impl_metric{name="synth_cell_types",unit=""} 50
chip_impl_metric{name="vias",unit=""} 44130
chip_impl_info{name="crit_path_top_delay_cell",value="sky130_fd_sc_hd__clkdlybuf4s50_1"} 1
chip_impl_info{name="timing.critical_path.to",value="readData1[13]"} 1
chip_impl_info{name="reg.largest.list",value="cpu_registers (992)"} 1
chip_impl_metric{name="detailedRoute.firstIterationViolations",unit=""} 5727
chip_impl_metric{name="warnings",unit=""} 46
chip_impl_metric{name="detail-route-antenna-nets",unit=""} 0
chip_impl_metric{name="antenna_found_initial",unit=""} 27
chip_impl_metric{name="post-layout-total-power",unit="uW"} 11770
chip_impl_metric{name="drc",unit=""} 0
chip_impl_info{name="r2r-start",value="cpu_registers[27][30]"} 1
chip_impl_metric{name="slew_viols_final",unit=""} 0
chip_impl_metric{name="timing.critical_path.slowest_cell_delay",unit="ns"} 1.14
chip_impl_metric{name="clkTransAtPathRegs",unit="ns"} 0.06
chip_impl_metric{name="synthCells",unit=""} 4226
chip_impl_metric{name="dr.pass1.iters",unit=""} 8
chip_impl_metric{name="worstPathArrival",unit="ns"} 6.36
chip_impl_metric{name="number_of_flip_flops_in_the_largest_register",unit=""} 992
chip_impl_metric{name="fmaxAchievable",unit="GHz"} 0.1205
chip_impl_metric{name="power_per_cell_area",unit="nW/um2"} 206.3
chip_impl_metric{name="cp_num_cells",unit=""} 8
chip_impl_metric{name="place_congestion",unit=""} 1.060
chip_impl_metric{name="worst-r2r-setup-slack",unit="ns"} 8.79
chip_impl_info{name="top_cells_by_area",value="sky130_fd_sc_hd__dfrtp_1, sky130_fd_sc_hd__mux2_2, sky130_fd_sc_hd__a22oi_1"} 1
chip_impl_metric{name="post_dp_cell_area",unit="um2"} 53300
chip_impl_info{name="yosysTopAreaCell",value="sky130_fd_sc_hd__dfrtp_1"} 1
chip_impl_metric{name="final.setup_skew",unit="ns"} 0
chip_impl_metric{name="ys_chip_area",unit="um2"} 50090
chip_impl_metric{name="syn-mean-instance-area",unit="um2"} 11.85
chip_impl_metric{name="ys_async_sr_fraction",unit=""} 1.000
chip_impl_metric{name="post_cts_hold_buffer_count",unit=""} 0
chip_impl_metric{name="synth-edff-count",unit=""} 0
chip_impl_info{name="crit_path_start",value="readReg1[4]"} 1
chip_impl_info{name="crit_chain",value="clkdlybuf4s50_1 > and2_4 > and2_2 > buf_4 > a22oi_1 > nand4_1 > or4_1 > clkdlybuf4s50_1"} 1
chip_impl_metric{name="ctsResizeCount",unit=""} 0
chip_impl_info{name="type_of_the_worst_setup_path",value="primary input to output port"} 1
chip_impl_metric{name="critPathBufInv",unit=""} 3
chip_impl_info{name="worst_path_most_repeated_cell",value="sky130_fd_sc_hd__clkdlybuf4s50_1"} 1
chip_impl_metric{name="floorplan.io_pins",unit=""} 114
chip_impl_metric{name="final.period_utilization",unit=""} 0.8554
chip_impl_metric{name="pre_cts_ws",unit="ns"} 1.738
chip_impl_metric{name="ys_seq_share",unit=""} 0.4956
chip_impl_metric{name="final.fill_count",unit=""} 8181
chip_impl_metric{name="post-cts-setup-buffers",unit=""} 0
chip_impl_metric{name="yosysCellCount",unit=""} 4226
chip_impl_metric{name="area_growth",unit="%"} 13.92
chip_impl_info{name="rr_endpoint",value="cpu_registers[27][30]"} 1
chip_impl_metric{name="layout_setup_ws",unit="ns"} 1.403
chip_impl_metric{name="netlist.area_leader.share",unit=""} 0.4956
chip_impl_info{name="worst_setup_start_kind",value="primary input"} 1
chip_impl_info{name="root_buffer",value="sky130_fd_sc_hd__clkbuf_16"} 1
chip_impl_metric{name="setup_violations",unit=""} 0
chip_impl_metric{name="r2r.worst_path.cells",unit=""} 1
chip_impl_metric{name="period_needed",unit="ns"} 8.297
chip_impl_metric{name="post_synthesis_register_bit_count",unit=""} 992
chip_impl_metric{name="max-cap-violations",unit=""} 0
chip_impl_metric{name="die_y_size",unit="um"} 318.5
chip_impl_metric{name="wirelength",unit="um"} 267100
chip_impl_metric{name="cp_max_fo",unit=""} 31
chip_impl_metric{name="cts_htree_levels",unit=""} 3
chip_impl_metric{name="ys.warnings.count",unit=""} 2
chip_impl_metric{name="core_area",unit="um2"} 98850
chip_impl_metric{name="die.size.x",unit="um"} 318.5
chip_impl_metric{name="placementRows",unit=""} 115
chip_impl_info{name="outcome",value="complete, no violations"} 1
chip_impl_metric{name="number_of_global_route_vias_before_repair",unit=""} 42900
chip_impl_metric{name="number_of_i_o_port_buffers",unit=""} 113
chip_impl_metric{name="detailedPlacementHpwl",unit="um"} 161200
chip_impl_info{name="grt_setup_unrepaired",value="false"} 1
chip_impl_metric{name="grt_overflow",unit=""} 0
chip_impl_metric{name="worst_slew_margin_rel",unit=""} 0.2455
chip_impl_info{name="layout_top_cells",value="sky130_fd_sc_hd__dfrtp_1, sky130_fd_sc_hd__mux2_2, sky130_fd_sc_hd__a22oi_1"} 1
chip_impl_metric{name="finish.instance_area",unit="um2"} 57060
chip_impl_info{name="critical_path.top_delay_family",value="buffers and inverters"} 1
chip_impl_metric{name="cts_sinks",unit=""} 992
chip_impl_metric{name="groute.usage.overall",unit=""} 0.5525
chip_impl_info{name="tritoncts",value="built"} 1
chip_impl_info{name="top_register",value="cpu_registers"} 1
chip_impl_metric{name="required",unit="ns"} 7.76
chip_impl_metric{name="cts_inserted_buffers",unit=""} 108
chip_impl_info{name="hold_class",value="flip-flop to flip-flop"} 1
chip_impl_metric{name="final_hold_viol_count",unit=""} 0
chip_impl_metric{name="grt_start_max_net_pins",unit=""} 123
chip_impl_metric{name="cts-root-to-sink-buffers",unit=""} 3
chip_impl_metric{name="drive_gt1_frac",unit=""} 0.3533
chip_impl_info{name="final_layout_top_logic_cell",value="sky130_fd_sc_hd__dfrtp_1"} 1
chip_impl_info{name="ys.flop_type",value="sky130_fd_sc_hd__dfrtp_1"} 1
chip_impl_info{name="end_kind",value="output port"} 1
chip_impl_metric{name="worstSkewPairLatency",unit="ns"} 0.70
-- final cells by class --
| cell class | instances | area (um2) | share of cell area |
|---|---|---|---|
| timing repair buffer | 345 | 2948 | 0.05166 |
| clock inverter | 44 | 581.8 | 0.01020 |
| multi-input combinational | 2779 | 23910 | 0.4190 |
| sequential | 992 | 24820 | 0.4350 |
| inverter | 1 | 7.507 | 0.0001316 |
| clock buffer | 155 | 3123 | 0.05473 |
| antenna | 25 | 62.56 | 0.001096 |
| tap | 1287 | 1610 | 0.02822 |
-- cells in the mapped netlist, types with 2 or more instances --
library cell                number
sky130_fd_sc_hd__a2111oi_1       5
sky130_fd_sc_hd__nor3b_1        14
sky130_fd_sc_hd__o21ai_0         5
sky130_fd_sc_hd__buf_6          12
sky130_fd_sc_hd__a222oi_1       19
sky130_fd_sc_hd__a21oi_1         6
sky130_fd_sc_hd__nor2b_1        10
sky130_fd_sc_hd__a221oi_1        4
sky130_fd_sc_hd__a32oi_1        10
sky130_fd_sc_hd__buf_1          57
sky130_fd_sc_hd__clkbuf_1      324
sky130_fd_sc_hd__a22oi_1       649
sky130_fd_sc_hd__nor2b_4         3
sky130_fd_sc_hd__a2bb2oi_1       4
sky130_fd_sc_hd__nand2b_1       10
sky130_fd_sc_hd__or4_1          62
sky130_fd_sc_hd__and4_1          4
sky130_fd_sc_hd__a211oi_1        2
sky130_fd_sc_hd__nand3b_1        9
sky130_fd_sc_hd__a2111oi_0      97
sky130_fd_sc_hd__nand3_1       174
sky130_fd_sc_hd__nor4_1          2
sky130_fd_sc_hd__and3b_1         7
sky130_fd_sc_hd__nand2_1        73
sky130_fd_sc_hd__a2111oi_2      12
sky130_fd_sc_hd__and3_1        361
sky130_fd_sc_hd__nor3_1          9
sky130_fd_sc_hd__dfrtp_1       992
sky130_fd_sc_hd__a22o_1         13
sky130_fd_sc_hd__and2_1         29
sky130_fd_sc_hd__buf_4           4
sky130_fd_sc_hd__mux2_1         16
sky130_fd_sc_hd__a32o_1          2
sky130_fd_sc_hd__nand4_1       115
sky130_fd_sc_hd__nor2_1         51
sky130_fd_sc_hd__buf_2          56
sky130_fd_sc_hd__mux2i_1         3
sky130_fd_sc_hd__mux2_2        989
-- cell families after synthesis --
kind of cell    Yosys count  share of synthesized area
compound gates          833                     0.1307
buf+inv                 455                    0.03762
flops                   992                     0.4956
mux                    1008                     0.2265
simple gates            938                     0.1096
-- how the worst min path moves through the flow --
| stage | startpoint | to | slack [ns] | depth (start not counted) |
|---|---|---|---|---|
| CTS | cpu_registers[19][14] | cpu_registers[19][14] | 0.52 | 1 |
| global route | cpu_registers[14][5] | cpu_registers[14][5] | 0.53 | 1 |
| finish | cpu_registers[19][14] | cpu_registers[19][14] | 0.52 | 1 |
-- metal layers --
metal  vias up  track usage  wire length, um
met1     22220       0.7077            92550
met2      4055       0.7079           104400
li1      16400            -                -
met5         -      0.02884              578
met3      1427       0.3494            46360
met4        33       0.3366            23260
-- through the flow --
step,TNS (ns),util,hold slack [ns],instances
after floorplan,-5859.08,-,0.4680,4226
after global placement,0,0.5392,0.4951,5404
after detailed placement,0,0.5392,0.5025,5404
after CTS,0,0.5766,0.5162,5603
after global routing,0,0.5769,0.5338,5611
final,0,0.5773,0.5163,5628
-- where the power goes --
group | switching [uW] | internal (uW) | total (uW)
Clock | 1790 | 2580 | 4370
Combinational | 780 | 877 | 1660
Sequential | 807 | 4940 | 5750
No activity file was given, so power comes from the tool's default toggle rates.
